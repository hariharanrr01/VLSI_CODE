==> flow/design.v <==
`timescale 1ns / 1ps
	 module ALU(
    input [3:0] a,b,
    input [2:0] s,
    output reg [7:0] y
    );
always @(a,b,s) 
begin
case(s)
3'b000:y=a+b;
3'b001:y=a-b;
3'b010:y=a*b;
3'b011:y=a/b;
3'b100:y=a^b;
3'b101:y=~(a&b);
3'b110:y=a%b;
default:y=(~a)+1;
endcase
end
endmodule
==> flow/run.sh <==
#!/bin/bash
# OpenROAD 26Q1-2900-gdf79404cd8, Yosys 0.63+post, stock flow scripts
make -C /OpenROAD-flow-scripts/flow DESIGN_CONFIG=/design/flow/config.mk WORK_HOME=/design/flow/orfs finish
==> flow/config.mk <==
export PLATFORM = sky130hd
export DESIGN_NAME = ALU
export DESIGN_NICKNAME = ALU
export VERILOG_FILES = /design/flow/design.v
export SDC_FILE = /design/flow/constraint.sdc
export NUM_CORES = 4
export LEC_CHECK = 1
export CORE_UTILIZATION = 30
==> flow/constraint.sdc <==
current_design ALU

set clk_period 9.1
set clk_io_pct 0.2

create_clock -name clk0 -period $clk_period

set non_clock_inputs [all_inputs -no_clocks]
set_input_delay [expr $clk_period * $clk_io_pct] -clock clk0 $non_clock_inputs
set_output_delay [expr $clk_period * $clk_io_pct] -clock clk0 [all_outputs]
==> results.toml <==
# yosys + openroad results
[grt]
grt_pass1_wl_um = 14900
grtUsageTotal = 0.193
grt-ovfl-total = 0
grt_max_degree = 24
antenna_found_initial = 0
grt_pass1_vias = 3053

[routing]
ant_nets = 0
drtIter0Drc = 128
antenna_cells = 0
dr_total_vias = 3373
drt_pass1_iterations = 21
routed_wl_um = 9360
viasPerCell = 5.29
wl_per_cell_um = 14.7
route.detailed.drc = 0

[setup_path]
crit_type = "input port to primary output"
cpMostUsedCell = "ha_4"
critPathRequiredTime_ns = 7.28
end_kind = "primary output"
cpMaxStageDelayCell = "or3_4"
crit_fanout = 7
critPathArrivalTime_ns = 9.56
cp-start-kind = "input port"
critPathMaxStageDelay_ns = 0.38

[sta]
rsz0062_at_grt = "true"
hold_ws_ns = 4.42
setup_viol = 8
period_used_share = 1.25
tightest_slew_ns = 0.802
finalHoldViolations = 0
maxSlewViolCount = 0
fin_crit_ns = 11.38
worst_slack_ns = -2.28
fmax_mhz = 87.9
worst_slew_margin_rel = 0.464

[finish]
area_growth_pct = 65.7
fin_area_um2 = 4550
fillCellCount = 740
flop_area_um2 = 0
drive_above_1_share = 0.440
clock_buffers = 0
flop-count = 0
utilization = 0.516

[floorplan]
chipHeight_um = 97.6
die_w_um = 97.6
dieArea_um2 = 9530
ios = 19
fp-utilization = 0.311
coreArea_um2 = 8810
fp-row-count = 34

[placement]
preCtsSetupSlack_ns = -3.08
placed_area_um2 = 3950
dp_hpwl_um = 6980
io_buffers = 19
gp_congestion = 0.893

[synth]
synthesis.area_um2 = 2740
syn_avg_cell_area_um2 = 7.26
top_cells_by_area = "ha_1 23%, fa_1 5.1%, nor2_1 5.1%, a21oi_1 4.2%, o21ai_0 4.2%"
yosysUniqueCellTypes = 65
yosys_cells = 378
ys_seq_frac = 0
top_area_cell = "ha_1"
top_cell_area_share = 0.233
yosys_area_um2 = 2740
yosys_warnings = 1
synth_cells = 378

[run_status]
outcome = "finished with violations"
violations = "setup timing"

[job]
warning_count = 43
maxCapViolations = 0

[clock_tree]
holdBufCountCts = 0

[power]
ir_drop_v = 0.000133
pwr_density_cell_nw_per_um2 = 186
p_leak_nw = 2.13

[worst_hold_path]
hold_path.class = "input port to primary output"
==> report_power, final <==
part	internal (mW)	leakage (nW)	switching, mW
registers	0	0	0
logic	0.465	2.13	0.383
clock network	0	0	0
==> timing repair <==
item                       in CTS  in global routing
setup endpoints to repair       8                  8
setup buffers                  19                 24
pin swaps                      23                 49
gates resized                  36                 70
==> critical path: cells and delay by family <==
kind                     cells  cell delay (ns)
AND/OR/NAND/NOR             12             1.86
AND-OR/OR-AND               17             2.87
buffers and inverters        8             0.93
multiplexers                 3             0.62
adder cells (fa/ha/maj)      6             1.47
==> per-stage QoR <==
step	instances	power, mW	TNS [ns]
global route	638	0.919	-21.41
CTS	616	0.719	-19.47
detailed placement	597	0.646	-23.68
finish	638	0.848	-17.70
global placement	597	0.643	-22.84
floorplan	381	0.382	-14.98
==> synth_stat cells, types with 3 or more instances <==
cell type  count
o21bai_1       3
xor2_1         9
xnor2_1        9
ha_1          51
nor3_1        14
nand2_1       26
and2_1         4
nand3_1       11
o211ai_1       6
fa_1           7
o21a_1        10
or2_2          4
nand4_1        3
nor2b_1        6
or3_1          4
o22a_1         3
nor2_1        37
o22ai_1        3
o21ai_0       23
a211oi_1       4
a22o_1         3
or4_1          3
nand2b_1       6
clkbuf_1       5
mux2i_1        9
a31oi_1        8
a21oi_1       23
a21o_1         9
inv_1         30
==> final cells by class <==
cell class,instances,area [um^2],area share
tap,108,135,0.0297
inverter,30,120,0.0264
timing repair buffer,159,1240,0.274
multi-input combinational,341,3050,0.670
==> worst paths after layout <==
path	from	endpoint	slack (ns)	depth (start not counted)
setup / recovery	b[0]	y[2]	-2.28	46
hold / removal	b[0]	y[0]	4.42	6
==> cell families after synthesis <==
group,after synthesis,share of synthesized area
adder cells (fa/ha/maj),58,0.284
XOR/XNOR,18,0.0575
AND-OR/OR-AND,116,0.291
other,1,0.00137
buffers and inverters,40,0.0616
multiplexers,13,0.0506
AND/OR/NAND/NOR,132,0.254
==> metal layers <==
metal	GRT usage	routed length [um]	up-vias
met5	0	0	-
met4	0	0	0
met3	0.00732	589	0
met2	0.301	4080	105
met1	0.313	4690	1573
li1	-	-	1695
==> placed cells by master, fill, tap and decap left out, types with 11 or more instances in the layout <==
master / synthesis / layout
ha_1: 51 / 40
nor2_1: 37 / 29
buf_4: 1 / 128
o21ai_0: 23 / 19
inv_1: 30 / 24
a21oi_1: 23 / 14
buf_6: 2 / 12
nand2_1: 26 / 24
nor3_1: 14 / 13
ha_4: 0 / 11
Power figures rest on the tool's default switching activity, not on a simulated workload.

<file path="design/flow/design.v">
`timescale 1ns / 1ps
module UPDOWN_COUTER(input clk,reset,up_down,
output reg [7:0] count);
always @(posedge clk, negedge reset) begin
if (!reset) begin
count <= 2'b0;
end
else if (up_down) begin
count <= count + 1;
end
else begin
count <= count - 1;
end
end
endmodule
</file>
<file path="design/flow/run.sh">
#!/bin/bash
# OpenROAD 26Q1-2900-gdf79404cd8, Yosys 0.63+post, stock flow scripts
make -C /OpenROAD-flow-scripts/flow DESIGN_CONFIG=/design/flow/config.mk WORK_HOME=/design/flow/orfs finish
</file>
<file path="design/flow/config.mk">
export PLATFORM = sky130hd
export DESIGN_NAME = UPDOWN_COUTER
export DESIGN_NICKNAME = UPDOWN_COUTER
export VERILOG_FILES = /design/flow/design.v
export SDC_FILE = /design/flow/constraint.sdc
export NUM_CORES = 4
export LEC_CHECK = 1
export CORE_AREA = 10 10 73 73
export DIE_AREA = 0 0 83 83
</file>
<file path="design/flow/constraint.sdc">
current_design UPDOWN_COUTER

set clk_period 3.7
set clk_io_pct 0.2

create_clock -name clk0 -period $clk_period [get_ports {clk}]

set non_clock_inputs [all_inputs -no_clocks]
set_input_delay [expr $clk_period * $clk_io_pct] -clock clk0 $non_clock_inputs
set_output_delay [expr $clk_period * $clk_io_pct] -clock clk0 [all_outputs]
</file>
==> reports/qor.yml <==
hold_slack_ns: 0.5540
r2r_cells: 5
worst_clock_skew_ns: 0.0004564
postCtsSetupRepairBufs: 0
io_pins: 11
setup_ws_ns: 1.281
cts_resized: 0
cts_root_buffer: "clkbuf_8"
syn_to_final_growth_pct: 41.82
synth_cells: 44
reg_top3: "count x8"
first_global_vias: 380
finalSetupTns_ns: 0
edf_count: 0
pre_cts_ws_ns: 1.058
vdd_drop_max_uv: 341.0
powerDensity_nw_per_um2: 830.7
worstHoldPathCells: 1
postCtsHoldBufs: 0
diodes: 0
drive_gt1_share_pct: 8.772
yosys_cells: 44
gp_congestion: 0.8543
drv_cap: 0
num_rows: 22
min_period_over_period_pct: 65.39
cts_buffers: 3
warnings: 25
via_per_inst: 3.495
cts_tree: "built"
grt_max_degree: 9
synth_cell_types: 17
critPathArrivalTime_ns: 2.56
ant_nets: 0
die_y_um: 83
coreArea_um2: 3744
crit_required_ns: 3.84
drtPass1Iterations: 4
remaining_drc_errors: 0
criticalPathCategory: "in -> reg"
rsz0062_at_grt: "no"
grt_overflow: 0
slew_violations: 0
antenna_found_initial: 0
flop_cell: "dfrtp_1"
io_buffers: 10
synth.most_common_cell: "dfrtp_1"
vias: 367
critPathLaunchType: "input pin"
hold_class: "reg -> reg"
ys.flops: 8
slew_headroom_pct: 74.89
die_area_um2: 6889
tightest_slew_ns: 0.3755
ys_top_cells_by_count: "8 x dfrtp_1, 6 x ha_1, 5 x a21oi_1, 5 x xnor2_1"
h-tree-depth: 1
p_leak_nw: 0.2746
clock_latency_ns: 0.22
cp_max_fo: 7
clk_path_buf_depth: 2
yosys_area_um2: 481.7
yosys.area.top_type: "dfrtp_1"
netlist_area_um2: 481.7
grt_pass1_wl_um: 1800
die_w_um: 83
outcome: "complete, no violations"
avgSynthCellArea_um2: 10.95
dp_hpwl_um: 819
routed_wl_um: 1015
wl_per_cell_um: 9.667
grtUsageTotal_pct: 2.993
clk_pin_slew_ns: 0.04
yosysTopAreaCellShare_pct: 41.56
drt_iter0_markers: 2
synth_seq_share_pct: 41.56
end_kind: "flop"
fmax_ghz: 0.4133
final_hold_viol_count: 0
regMostFlops: "count"
cts.sinks: 8
largest_reg_flops: 8
synth_async_sr_flop_share_pct: 100.0
finalSetupViolCount: 0
topCellsByArea: "dfrtp_1 42%, ha_1 16%, xnor2_1 9.1%"
yosys_warnings: 1
initial_core_util_pct: 12.87
post-route-min-period_ns: 2.419
==> path summary, 6_finish.rpt <==
kind / start / slack, ns / endpoint
max reg2reg: count[0] / 2.04 / count[6]
min reg2reg: count[0] / 0.55 / count[0]
min: count[0] / 0.55 / count[0]
max in group asynchronous: reset / 2.63 / count[2]
min in group asynchronous: reset / 0.80 / count[6]
max: up_down / 1.28 / count[6]
==> through the flow <==
step,power [mW],utilization (%),instance area (um^2),std cells
finish,0.5675,18.25,683.2,105
global route,0.6255,18.25,683.2,105
CTS,0.5775,18.25,683.2,105
detailed placement,0.4692,17.15,641.9,102
global placement,0.4664,17.15,641.9,102
floorplan,0.3454,-,481.7,44
==> cell type report <==
class / instances / area, um^2
Clock buffer: 3 / 41.29
Fill cell: 428 / 3060
Inverter: 3 / 11.26
Timing Repair Buffer: 10 / 100.1
Tap cell: 48 / 60.06
Sequential cell: 8 / 200.2
Multi-Input combinational cell: 33 / 270.3
==> logic make-up after synthesis <==
| family | after synthesis | synth area share [%] |
|---|---|---|
| DFF | 8 | 41.56 |
| buffers and inverters | 3 | 2.337 |
| xor gates and xnor gates | 6 | 10.91 |
| adders and majority gates | 7 | 19.74 |
| and+or+nand+nor | 7 | 5.975 |
| AOI/OAI and AO/OA | 13 | 19.48 |
==> report_power, final <==
| part | switching (mW) | internal (mW) | total [mW] |
|---|---|---|---|
| combinational | 0.131 | 0.177 | 0.308 |
| sequential | 0.0275 | 0.132 | 0.159 |
| clock | 0.0307 | 0.0702 | 0.101 |
==> critical path: stages <==
cell and delay [ns]:
clkdlybuf4s50_1 0.49, inv_1 0.15, fa_1 0.50, a21oi_1 0.23
o211ai_1 0.13, a21oi_1 0.19, xnor2_1 0.14
==> cells in the final DEF, fill, tap and decap left out, drive strengths merged <==
cell and n:
o21ai 2, xnor2 5, clkdlybuf4s50 10, dfrtp 8, a21o 1, o21bai 1
ha 6, o211ai 1, clkbuf 3, a41oi 1, a211oi 2, xor2 1
fa 1, nor2 3, a21oi 5, inv 3, nor2b 1, nand2 3
==> per-layer routing <==
layer	vias up	part of all wire (%)	track usage, %	routed length (um)
met5	-	0	0	0
li1	183	-	-	-
met3	2	6.7	1.575	68
met2	9	44	4.050	446
met4	0	0.89	0.4615	9
met1	173	48	4.140	490
Power is estimated from default activity; no workload was simulated.
